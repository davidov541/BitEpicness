===== run.sh =====
#!/bin/bash
# OpenROAD 26Q1-2900-gdf79404cd8, Yosys 0.63+post, stock flow scripts
make -C /OpenROAD-flow-scripts/flow DESIGN_CONFIG=/design/flow/config.mk WORK_HOME=/design/flow/orfs finish

===== config.mk =====
export PLATFORM = sky130hd
export DESIGN_NAME = SDCardReader
export DESIGN_NICKNAME = SDCardReader
export VERILOG_FILES = /design/flow/design.v
export SDC_FILE = /design/flow/constraint.sdc
export NUM_CORES = 4
export LEC_CHECK = 1
export CORE_UTILIZATION = 30

===== constraint.sdc =====
current_design SDCardReader

set clk_period 2.7
set clk_io_pct 0.2

create_clock -name clk0 -period $clk_period [get_ports {clk400}]

set non_clock_inputs [all_inputs -no_clocks]
set_input_delay [expr $clk_period * $clk_io_pct] -clock clk0 $non_clock_inputs
set_output_delay [expr $clk_period * $clk_io_pct] -clock clk0 [all_outputs]

===== design.v =====
module ExecuteCommand(input clk400, input reset, input SDin, output SDout, input [5:0] command, input [31:0] argument, input startCommand, 
		output commandDone, output [7:0] response, output [7:0] casheAddress, output [15:0] casheValue, output writeCashe);
	reg [3:0] state, nextState;
	wire sendStart, sendDone;
	wire receiveStart, receiveDone;
	wire blockStart, blockDone;
	sendSD u0(.clock(clk400), .reset(reset), .argument(argument), .command(command), .send(sendStart), .done(sendDone), .SDout(SDout));
	receiveSD u1(.clock(clk400), .reset(reset), .enable(receiveStart), .SDin(SDin), .received(response), .done(receiveDone));
	blockReceiveSD u2(.clk400(clk400), .reset(reset), .enable(blockStart), .SDin(SDin), .done(blockDone),
		.casheAddress(casheAddress), .casheValue(casheValue), .writeCashe(writeCashe));
	assign sendStart = (state == 4'b0001);
	assign receiveStart = (state == 4'b0011 || state == 4'b0100);
	assign blockStart = (state == 4'b0101);
	assign commandDone = (state == 4'b0000);
	always @(posedge clk400, posedge reset)
	if (reset)
		begin
			state <= 4'b0000;
		end
	else
		begin
			state <= nextState;
		end
	always @(*)
	case (state)
	4'b0000: nextState = (startCommand) ? 4'b0001 : 4'b0000;
	4'b0001: nextState = 4'b0010;
	4'b0010: nextState = (sendDone) ? 4'b0011 : 4'b0010;
	4'b0011: nextState = 4'b0100;
	4'b0100: nextState = (receiveDone == 1'b0) ? 4'b0100 : (command == 6'b010001) ? 4'b0101 : 4'b0000;
	4'b0101: nextState = 4'b0110;
	4'b0110: nextState = (blockDone) ? 4'b0000 : 4'b0110;
	default: nextState = 4'b0000;
	endcase
endmodule
module SDCardReader(input clk400, input reset, output SDclk, output reg SDcs, output SDout, input SDin,
		input [31:0] blockAddress, input readBlock,
		output [7:0] casheAddress, output [15:0] casheValue, output writeCashe, output done, output ready);
	reg [7:0] delayCounter;
	wire delayDone, startDelay;
	wire [7:0] delay;
	wire [5:0] command;
	wire [31:0] argument;
	wire startCommand;
	wire commandDone;
	wire [7:0] response;
	wire ACS, DCS;
	reg [4:0] state, nextState;
	assign SDclk = clk400;
	assign argument = (state == 5'b01101 || state == 5'b01110) ? blockAddress : 32'b0;
	assign command = (state == 5'b00101 || state == 5'b00110) ? 6'b000000 : 
						(state == 5'b00111 || state == 5'b01000) ? 6'b110111 :
						(state == 5'b01001 || state == 5'b01010) ? 6'b101001 :					
						(state == 5'b01101 || state == 5'b01110) ? 6'b010001 : 6'bXXXXXX;
	assign startCommand = (state == 5'b00101 || state == 5'b00111 || state == 5'b01001 || state == 5'b01101) ? 1 : 0;
	assign ACS = (state == 5'b00001 || state == 5'b00101 || state == 5'b01101) ? 1'b1 : 1'b0;
	assign DCS = (state == 5'b00011 || state == 5'b01100 || state == 5'b01111) ? 1'b1 : 1'b0;
	assign done = (state == 5'b01111);
	assign ready = (state == 5'b01100); 
	ExecuteCommand u0(.clk400(clk400), .reset(reset), .SDin(SDin), .SDout(SDout), .command(command), .argument(argument), 
		.startCommand(startCommand), .commandDone(commandDone), .response(response), .casheAddress(casheAddress), .casheValue(casheValue), .writeCashe(writeCashe));
	always @(posedge clk400, posedge reset)
	if (reset)
		begin
			state <= 5'b00000;
			delayCounter <= 8'b00000000;
			SDcs <= 1'b1;
		end
	else
		begin
			state <= nextState;
			delayCounter <= (startDelay) ? delay : (delayDone) ? 8'b00000000 : delayCounter - 1;
			SDcs <= (ACS) ? 1'b0 : (DCS) ? 1'b1 : SDcs;
		end
	assign delayDone = (delayCounter == 8'b0);
	assign startDelay = (state == 5'b00001 || state == 5'b00011) ? 1'b1 : 1'b0;
	assign delay = ((state == 5'b00001) | (state == 5'b00011)) ? 8'b11111111 : 8'bXXXXXXXX;
	always @(*)
	case(state)
	5'b00000: nextState = 5'b00001;
	5'b00001: nextState = 5'b00010;	 
	5'b00010: nextState = (delayDone) ? 5'b00011 : 5'b00010;
	5'b00011: nextState = 5'b00100;   
	5'b00100: nextState = (delayDone) ? 5'b00101 : 5'b00100;
	5'b00101: nextState = 5'b00110;	 
	5'b00110: nextState = (commandDone) ? 5'b00111 : 5'b00110;
	5'b00111: nextState = 5'b01000;	 
	5'b01000: nextState = (commandDone) ? 5'b01001 : 5'b01000;
	5'b01001: nextState = 5'b01010;	 
	5'b01010: nextState = (commandDone) ? 5'b01011 : 5'b01010;
	5'b01011: nextState = (response[0]==1'b1) ? 5'b00111 : 5'b01100;	 
	5'b01100: nextState = (readBlock) ? 5'b01101 : 5'b01100;				 
	5'b01101: nextState = 5'b01110;	 
	5'b01110: nextState = (commandDone == 1'b0) ? 5'b01110 : (response != 8'b00000000) ? 5'b10000 : 5'b01111;
	5'b01111: nextState = 5'b01100;	 
	5'b10000: nextState = 5'b10000;
	default: nextState = 5'b00000;
	endcase
endmodule
module blockReceiveSD(input clk400, input reset, input enable, input SDin, output done, output reg [7:0] casheAddress, output [15:0] casheValue, output reg writeCashe);
	reg [1:0] state, nextState;
	reg [11:0] count;
	reg [15:0] value;
	parameter [11:0] maxCount = 12'b111111111111;
	wire clearCount;
	assign clearCount = (state == 2'b01) | (state == 2'b00);
	assign casheValue = value;
	assign done = (count == maxCount);
	always @(posedge clk400, posedge reset)
	if (reset)
		begin
			state <= 2'b00;
			count <= 12'b0;
			writeCashe <= 1'b0;
			casheAddress <= 8'b0;
		end
	else
		begin
			state <= nextState;
			count <= (clearCount) ? 12'b0 : count + 1;
			writeCashe <= (count[3:0] == 4'b1111);
			casheAddress <= count[11:4];
		end
	always @(negedge clk400, posedge reset)
	if (reset)
		value <= 16'b0;
	else
		value <= {value[14:0], SDin};
	always @(*)
	case (state)
	2'b00: nextState = (enable) ? 2'b01 : 2'b00;
	2'b01: nextState = (SDin == 1'b1) ? 2'b01 : 2'b10;
	2'b10: nextState = (done) ? 2'b00 : 2'b10;
	default: nextState = 2'b00;
	endcase
endmodule
module receiveSD(input clock, input reset, input enable, input SDin, output reg [7:0] received, output done);
	reg [1:0] state, nextState;
	wire resetReceived, save;
	reg [2:0] count;
	wire countDone;
	assign countDone = (count == 3'b000);
	assign resetReceived = (state == 2'b01);
	assign save = (state == 2'b10);
	assign done = (state == 2'b11);
	always @(posedge clock, posedge reset)
	if (reset)
		begin
			state <= 2'b00;
			received <= 8'b00000000;
			count <= 3'b000;
		end
	else
		begin
			state <= nextState;
			received <= (resetReceived) ? 8'b00000000 : (save) ? {received[6:0], SDin} : received;
			count <= (resetReceived) ? 3'b110 : (countDone) ? 3'b000 : count - 1;
		end
	always @(*)
	case(state)
	2'b00: nextState = (enable) ? 2'b01 : 2'b00;
	2'b01: nextState = (SDin == 1'b0) ? 2'b10 : 2'b01;
	2'b10: nextState = (countDone) ? 2'b11 : 2'b10;
	2'b11: nextState = 2'b00;
	default: nextState = 2'b00;
	endcase
endmodule
module sendSD(input clock, input reset, input [31:0] argument, input [5:0] command, input send, output done, output SDout);
	reg [47:0] dataOut;
	reg [5:0] count;
	assign done = (count == 6'b000000);
	assign SDout = (done) ? 1'b1 : dataOut[count];
	always @(posedge clock, posedge reset)
	if (reset)
		begin
			dataOut <= 48'b0;
			count <= 6'b0;
		end
	else
		begin
			dataOut <= (send) ? {2'b01, command, argument, 8'b10010101} : dataOut;
			count <= (send) ? 47 : (done) ? 0 : count - 1;
		end
endmodule

==> reports/results.ini <==
[run_status]
outcome = finished, violations left
violations = negative setup slack

[place]
dp_hpwl_mm = 6.58
finalWeightedCongestion = 0.840
portBuffers = 65
place_ws_ns = -0.111

[cells_and_area]
final_layout_size_suffix_gt1_share_pct = 17.2
area_growth_syn_to_layout_pct = 29.9

[yosys]
ys_seq_share_pct = 62.1
synthFlopType = dfrtp_1
ys_area_um2 = 5290
syn_inst = 469
edf_count = 0
async_flop_share_pct = 100
ys_cells = 469
synth_area_per_cell_um2 = 11.3
synth_cell_types = 50
yosys_warnings = 5
synth_flops = 131
synthesis.area_um2 = 5290

[critical_path]
crit_path_end_kind = primary output
crit_arrival_ns = 2.38
critical_path_buf_inv_count = 1
cp_top_family = flip-flops
cp.required_ns = 2.16
path_max_fanout = 2
r2r_end = delayCounter[5]
cp_slowest_cell = dfrtn_1
worstPathCellList = buf_2
path_class = flop to primary output
max_stage_delay_ns = 0.41
worstRegToRegCells = 5
ff2ff_setup_slack_ns = 0.77
critPathLaunchType = flop
timing.rr.start = delayCounter[4]

[route]
wl_met2_mm = 4.66
drc_errors = 0
wl_per_cell_um = 12.9
drtIter0Drc = 191
firstDrtPassIters = 4
wl_met3_um = 482
drt-met1-wl_mm = 4.95
detail-route-antenna-nets = 0
via_per_inst = 4.52
wirelength_mm = 10.3
routed-via-count = 3619
top_layer_used = met4
n_antenna_cell = 0

[floorplanning]
rows = 48
io_pins = 66
die-height_um = 135
initCoreUtil_pct = 30.7
die_x_um = 135
dieArea_um2 = 18200
coreArea_um2 = 17200

[clocking]
cts_tree = yes
holdBufCountCts = 0
clk_pin_slew_ns = 0.04
worstSkewPairLatency_ns = 0.52

[job]
warning_count = 33
cap_violations = 0

[grt]
grt_pass1_vias = 3702
grt_use_total_pct = 12.4
grt_pass1_wl_mm = 17.6
antenna_found_initial = 0
grt_max_degree = 59
grt-ovfl-total = 0

[timing]
setup_viol = 17
clock-skew-final_ns = 0.00588
hold_ws_ns = 0.311
fin_ws_ns = -0.215
tightest_slew_ns = 0.707
rsz0062_at_grt = yes
finalHoldViolCount = 0
finalMaxSlewViolations = 0
slew-limit-headroom_pct = 52.9

[pwr]
switching_share_pct = 21.9
p_sw_w = 0.00102
p_int_w = 0.00365
totalPowerFinal_w = 0.00467
p_leak_nw = 3.17
seqPwrFrac_pct = 44.6
pwr-share-clk_pct = 51.2
peakVddDrop_uv = 355
power_density_nw_per_um2 = 679
combPwrFrac_pct = 4.3

[min_path]
worstHoldStart = u0.u2.value[3]
holdCritPathClass = flop to flop
hold_end = u0.u2.value[4]
whs_path_depth = 0

[cell families (layout without fill, tap and decap cells)]
group	Yosys count	in the layout	share of synthesized area, %
buffers and inverters	70	176	5.41
AND-OR/OR-AND	82	82	9.20
XOR/XNOR	19	19	3.14
multiplexers	25	25	6.76
other	1	1	0.0709
AND/OR/NAND/NOR	134	134	11.7
adder cells (fa/ha/maj)	7	7	1.66
flip-flops	131	131	62.1
[worst max-delay path by stage]
stage,cells past startpoint,start,to,slack [ns]
CTS,1,u0.u2.value[10],casheValue[10],-0.23
finish,1,u0.u2.value[0],casheValue[0],-0.22
global route,1,u0.u2.value[10],casheValue[10],-0.28
[registers in the layout, indices dropped and copies added (netlist names)]
| name | count |
|---|---|
| u0.u0.dataOut | 38 |
| state | 16 |
| u0.u2.value | 16 |
| u0.u2.count | 12 |
| delayCounter | 8 |
| u0.u1.received | 8 |
| u0.u2.casheAddress | 8 |
| u0.state | 7 |
| u0.u0.count | 6 |
| u0.u1.state | 4 |
| u0.u1.count | 3 |
| u0.u2.state | 3 |
| SDcs | 1 |
| u0.u2.writeCashe | 1 |
[cell type report]
type | count | area, µm²
timing repair buffer | 86 | 736
fill | 1565 | 10400
sequential | 131 | 3290
inverter | 54 | 206
multi-input combinational | 268 | 1710
clock buffer | 25 | 577
clock inverter | 11 | 73.8
tap | 225 | 282
[through the flow]
| step | instance area, µm² | cells | utilization (%) | setup TNS [ns] |
|---|---|---|---|---|
| 6_report | 6870 | 800 | 39.9 | -3.22 |
| 5_1_grt | 6870 | 800 | 39.9 | -4.02 |
| 4_1_cts | 6840 | 797 | 39.7 | -3.56 |
| 3_5_place_dp | 6230 | 755 | 36.2 | -0.736 |
| 3_3_place_gp | 6230 | 755 | 36.2 | -0.586 |
| 2_1_floorplan | 5300 | 469 | - | -11.25 |
[cell usage after synthesis, types with 2 or more instances]
cell / count / area, µm²
o21ai_0: 50 / 250
clkbuf_1: 11 / 41.3
mux4_1: 4 / 105
or2_2: 2 / 12.5
nand3_1: 8 / 40.0
and4_1: 2 / 17.5
dfrtn_1: 16 / 400
or3_1: 3 / 18.8
a21o_1: 8 / 60.1
mux2_2: 4 / 45.0
ha_1: 7 / 87.6
nor4_1: 4 / 25.0
dfrtp_1: 110 / 2750
nand2b_1: 2 / 12.5
inv_1: 54 / 203
nor3_1: 8 / 40.0
o21bai_1: 6 / 45.0
nor2_1: 33 / 124
xor2_1: 9 / 78.8
nand2_1: 55 / 206
a311o_1: 2 / 20.0
and2_1: 5 / 31.3
and3_1: 5 / 31.3
xnor2_1: 10 / 87.6
mux4_2: 3 / 67.6
a31oi_1: 2 / 12.5
a22o_1: 2 / 17.5
a21oi_1: 5 / 25.0
dfstp_2: 5 / 131
mux2i_1: 14 / 140
[power by group through the flow]
stage	Clock (W)	Sequential (W)	Combinational [W]
final	0.00239	0.00208	0.000199
after CTS	0.00244	0.00208	0.000201
after global routing	0.00254	0.00209	0.000231
[routing by layer]
| layer | up-vias | global-route usage, % |
|---|---|---|
| li1 | 1748 | - |
| met2 | 76 | 18.4 |
| met4 | 0 | 2.62 |
| met1 | 1781 | 19.2 |
| met5 | - | 0 |
| met3 | 14 | 2.91 |
[cells in the final DEF (no fill, tap or decap), drive strengths merged, types with 2 or more instances in the layout]
master,Yosys,routed
dfrtp,110,110
inv,54,56
nand2,55,55
o21ai,50,50
clkdlybuf4s50,0,48
buf,5,39
nor2,33,33
clkbuf,11,24
dfrtn,16,16
mux2i,14,14
xnor2,10,10
xor2,9,9
nand3,8,8
a21o,8,8
nor3,8,8
mux4,7,7
ha,7,7
o21bai,6,6
and2,6,6
clkinv,0,6
dfstp,5,5
and3,5,5
a21oi,5,5
nor4,5,5
mux2,4,4
or3,3,3
clkinvlp,0,3
nand2b,2,2
and4,2,2
a22o,2,2
a31oi,2,2
a311o,2,2
or2,2,2
[repair_timing]
action,in CTS,in global routing
setup endpoints to repair,17,17
resized,62,4
pin swaps,6,4
setup buffers,7,3
No activity file was given, so power comes from the tool's default toggle rates.
