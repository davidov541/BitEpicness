<file path="/design/flow/config.mk">
export PLATFORM = sky130hd
export DESIGN_NAME = Decoder32bit
export DESIGN_NICKNAME = Decoder32bit
export VERILOG_FILES = /design/flow/design.v
export SDC_FILE = /design/flow/constraint.sdc
export NUM_CORES = 4
export LEC_CHECK = 1
export CORE_AREA = 10 10 70 70
export DIE_AREA = 0 0 80 80
</file>
<file path="/design/flow/run.sh">
#!/bin/bash
# OpenROAD 26Q1-2900-gdf79404cd8, Yosys 0.63+post, stock flow scripts
make -C /OpenROAD-flow-scripts/flow DESIGN_CONFIG=/design/flow/config.mk WORK_HOME=/design/flow/orfs finish
</file>
<file path="/design/flow/constraint.sdc">
current_design Decoder32bit

set clk_period 1.3
set clk_io_pct 0.2

create_clock -name clk0 -period $clk_period

set non_clock_inputs [all_inputs -no_clocks]
set_input_delay [expr $clk_period * $clk_io_pct] -clock clk0 $non_clock_inputs
set_output_delay [expr $clk_period * $clk_io_pct] -clock clk0 [all_outputs]
</file>
<file path="/design/flow/design.v">
module Decoder32bit(
    input [4:0] dataIn,
	 input enable,
    output [31:0] dataOut
    );
	assign dataOut = (enable == 1'b0) ? 32'b0
		: (dataIn == 5'b00000) ? 32'b00000000000000000000000000000001
		: (dataIn == 5'b00001) ? 32'b00000000000000000000000000000010
		: (dataIn == 5'b00010) ? 32'b00000000000000000000000000000100
		: (dataIn == 5'b00011) ? 32'b00000000000000000000000000001000
		: (dataIn == 5'b00100) ? 32'b00000000000000000000000000010000
		: (dataIn == 5'b00101) ? 32'b00000000000000000000000000100000
		: (dataIn == 5'b00110) ? 32'b00000000000000000000000001000000
		: (dataIn == 5'b00111) ? 32'b00000000000000000000000010000000
		: (dataIn == 5'b01000) ? 32'b00000000000000000000000100000000
		: (dataIn == 5'b01001) ? 32'b00000000000000000000001000000000
		: (dataIn == 5'b01010) ? 32'b00000000000000000000010000000000
		: (dataIn == 5'b01011) ? 32'b00000000000000000000100000000000
		: (dataIn == 5'b01100) ? 32'b00000000000000000001000000000000
		: (dataIn == 5'b01101) ? 32'b00000000000000000010000000000000
		: (dataIn == 5'b01110) ? 32'b00000000000000000100000000000000
		: (dataIn == 5'b01111) ? 32'b00000000000000001000000000000000
		: (dataIn == 5'b10000) ? 32'b00000000000000010000000000000000
		: (dataIn == 5'b10001) ? 32'b00000000000000100000000000000000
		: (dataIn == 5'b10010) ? 32'b00000000000001000000000000000000
		: (dataIn == 5'b10011) ? 32'b00000000000010000000000000000000
		: (dataIn == 5'b10100) ? 32'b00000000000100000000000000000000
		: (dataIn == 5'b10101) ? 32'b00000000001000000000000000000000
		: (dataIn == 5'b10110) ? 32'b00000000010000000000000000000000
		: (dataIn == 5'b10111) ? 32'b00000000100000000000000000000000
		: (dataIn == 5'b11000) ? 32'b00000001000000000000000000000000
		: (dataIn == 5'b11001) ? 32'b00000010000000000000000000000000
		: (dataIn == 5'b11010) ? 32'b00000100000000000000000000000000
		: (dataIn == 5'b11011) ? 32'b00001000000000000000000000000000
		: (dataIn == 5'b11100) ? 32'b00010000000000000000000000000000
		: (dataIn == 5'b11101) ? 32'b00100000000000000000000000000000
		: (dataIn == 5'b11110) ? 32'b01000000000000000000000000000000
		: (dataIn == 5'b11111) ? 32'b10000000000000000000000000000000 : 32'b0;
endmodule
</file>
==> insert_results.sql <==
-- generated from flow reports
INSERT INTO impl_metrics (metric_group, metric, value, unit) VALUES
('status', 'run_status', 'complete, but fails checks', ''),
('status', 'violated_checks', 'setup timing', ''),
('place', 'gp_congestion', '0.7694', ''),
('synthesis', 'yosys-stat-cells', '47', ''),
('floorplan', 'die.size.y', '80', 'um'),
('power', 'static-leakage-power', '0.4052', 'nW'),
('synthesis', 'synth.top_cells.by_area', 'nor2_1 (52%), nand4bb_1 (15%), nand4b_1 (11%), nand2b_1 (5.4%), clkbuf_1 (4.9%)', ''),
('setup_path', 'critPathRequiredTime', '1.04', 'ns'),
('synthesis', 'post_synth_most_frequent_cells', 'nor2_1 (32), clkbuf_1 (3), nand4b_1 (3), nand4bb_1 (3), nand2b_1 (2)', ''),
('job', 'maxCapViolCount', '0', ''),
('synthesis', 'yosys.area.top_type_share', '0.5217', ''),
('sta', 'timing.slew.headroom', '0.7805', ''),
('cells_and_area', 'clock_buffer_cells', '0', ''),
('drt', 'routed-via-count', '545', ''),
('drt', 'ant_nets', '0', ''),
('drt', 'drt-pass1-iter-count', '2', ''),
('drt', 'drcViolationCount', '0', ''),
('sta', 'final_critical_path_share_of_the_clock_period', '1.123', ''),
('cells_and_area', 'fillCellCount', '372', ''),
('global_route', 'grt_overflow', '0', ''),
('setup_path', 'cp_num_buf_inv', '3', ''),
('drt', 'wl', '1.948', 'mm'),
('cells_and_area', 'flop_count', '0', ''),
('sta', 'fin_crit', '1.460', 'ns'),
('power', 'finalPower', '0.1699', 'mW'),
('setup_path', 'cp_slowest_stage_delay', '0.54', 'ns'),
('synthesis', 'post_synth_design_cell_area', '230.2', 'um^2'),
('synthesis', 'yosys-stat-area', '230.2', 'um^2'),
('drt', 'drtIter0Drc', '20', ''),
('synthesis', 'synth_cell_types', '9', ''),
('setup_path', 'end_kind', 'primary output', ''),
('place', 'hpwl', '1.328', 'mm'),
('setup_path', 'cp_slowest_cell', 'or4b_4', ''),
('power', 'ir_drop', '0.03876', 'mV'),
('sta', 'fin_tns_setup', '-0.7073', 'ns'),
('place', 'port_buffers', '38', ''),
('sta', 'max_slew.worst_pin.slew', '0.3281', 'ns'),
('sta', 'hold_vio_cnt_final', '0', ''),
('global_route', 'antenna_found_initial', '0', ''),
('sta', 'report.final.setup_viol', '12', ''),
('global_route', 'grt_pass1_wl', '2.746', 'mm'),
('drt', 'routed_wire_length_per_instance', '12.90', 'um'),
('cells_and_area', 'post_route_cells_drive_above_1_share', '0.7905', ''),
('floorplan', 'floorplan_core_area', '3416', 'um^2'),
('global_route', 'maximum_number_of_pins_on_one_net_before_global_route_repair', '9', ''),
('synthesis', 'count_of_yosys_warnings_during_synthesis', '0', ''),
('synthesis', 'synthCells', '47', ''),
('cells_and_area', 'layout.area.seq', '0', 'um^2'),
('synthesis', 'yosysTopAreaCell', 'nor2_1', ''),
('setup_path', 'worstSetupStartpointType', 'input pin', ''),
('floorplan', 'placement_rows', '21', ''),
('setup_path', 'crit_fanout', '3', ''),
('drt', 'antennaDiodeCount', '0', ''),
('synthesis', 'ys_seq_share', '0', ''),
('synthesis', 'synth_top_cell_by_count', 'nor2_1', ''),
('global_route', 'grtUsageTotal', '0.05151', ''),
('sta', 'final-max-slew-violation-count', '0', ''),
('job', 'tally_of_openroad_warnings', '34', ''),
('sta', 'fmaxAchievable', '685.0', 'MHz'),
('hold_path', 'hold_depth', '4', ''),
('hold_path', 'worstHoldPathType', 'in -> out', ''),
('hold_path', 'min-delay-start', 'dataIn[3]', ''),
('floorplan', 'die.size.x', '80', 'um'),
('global_route', 'grt_pass1_vias', '504', ''),
('power', 'cellPowerDensity', '193.2', 'nW/um^2'),
('floorplan', 'fp_util', '0.06740', ''),
('cells_and_area', 'area_growth', '282.1', '%'),
('setup_path', 'cp_cell_sequence', 'buf_6 -> or4b_4 -> buf_6 -> nor2_2 -> buf_2', ''),
('setup_path', 'critical_path.top_delay_family', 'simple AND/OR/NAND/NOR gates', ''),
('sta', 'timing.final.ws_setup', '-0.1599', 'ns'),
('sta', 'unrepaired_setup_endpoints_after_global_routing', 'yes', ''),
('hold_path', 'min_to', 'dataOut[0]', ''),
('floorplan', 'design.portCount', '38', ''),
('synthesis', 'synth_area_per_cell', '4.898', 'um^2'),
('drt', 'vias_per_cell', '3.609', ''),
('setup_path', 'cp.arrival', '1.20', 'ns'),
('floorplan', 'design.die.area', '6400', 'um^2'),
('setup_path', 'setup.worst_path.class', 'in -> out', ''),
('setup_path', 'cp_common_cell', 'buf_6', '');
[how the worst max path moves through the flow]
stage | to | cells past startpoint | startpoint | slack (ns)
4_1_cts | dataOut[1] | 5 | dataIn[3] | -0.18
5_1_grt | dataOut[1] | 5 | dataIn[4] | -0.20
6_report | dataOut[1] | 5 | dataIn[4] | -0.16
[where the power goes]
group | internal (mW) | total, mW | leakage (nW) | switching [mW]
combinational | 0.0928 | 0.170 | 0.405 | 0.0771
sequential | 0 | 0 | 0 | 0
clock | 0 | 0 | 0 | 0
total | 0.0928 | 0.170 | 0.405 | 0.0771
[cells in the final DEF (no fill, tap or decap)]
| cell | Yosys | layout |
|---|---|---|
| or4b_4 | 0 | 1 |
| clkdlybuf4s15_1 | 0 | 4 |
| nand4b_1 | 3 | 3 |
| nor2_2 | 0 | 12 |
| nand2_2 | 0 | 1 |
| nand4bb_4 | 0 | 3 |
| nand2b_4 | 0 | 2 |
| buf_2 | 0 | 22 |
| nand4_1 | 1 | 1 |
| nor2_4 | 0 | 6 |
| nor2_1 | 32 | 14 |
| buf_6 | 0 | 16 |
| buf_4 | 0 | 12 |
| or2_4 | 0 | 1 |
| clkbuf_2 | 0 | 7 |
[cell families after synthesis]
kind of cell | count (synthesis) | synth area share
and+or+nand+nor | 44 | 0.9511
buffers and inverters | 3 | 0.04891
[per-layer routing]
| metal | track usage | up-vias | wire, um |
|---|---|---|---|
| met5 | 0 | - | 0 |
| met4 | 0 | 0 | 0 |
| met2 | 0.08507 | 22 | 867 |
| li1 | - | 272 | - |
| met1 | 0.06865 | 251 | 859 |
| met3 | 0.01477 | 0 | 221 |
[stage by stage]
step                      hold WS, ns  cells  instance area [um^2]  setup slack, ns    util
after floorplan                0.6444     47                 230.2           0.1444       -
after detailed placement        1.623    132                 686.9          -0.8342  0.2011
after global routing           0.8744    151                 879.6          -0.2038  0.2575
final                          0.8444    151                 879.6          -0.1599  0.2575
after CTS                      0.8505    150                 835.8          -0.1760  0.2447
after global placement          1.606    132                 686.9          -0.8110  0.2011
[layout make-up]
cell class	instances	area [um^2]	area share
timing repair buffer	61	455.4	0.5178
multi-input combinational	44	366.6	0.4168
tap	46	57.56	0.06543
[repair_timing]
action	in CTS	in global routing
setup endpoints to repair	32	28
pin swaps	39	22
gates resized	137	30
buffers inserted	19	2
hold buffers	0	0
No activity file was given, so power comes from the tool's default toggle rates.
